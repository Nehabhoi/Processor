==> /design/flow/design.v <==
`timescale 1ns / 1ps
module IDEX_Reg(clk, ALUSrc_in,MemtoReg_in,RegWrite_in,MemRead_in,MemWrite_in,Branch_in, ALUOp_in,
             ALUSrc_out,MemtoReg_out,RegWrite_out,MemRead_out,MemWrite_out,Branch_out, ALUOp_out,
             PC_in, PC_out, ReadData1_in, ReadData1_out, ReadData2_in, ReadData2_out, SE_in, SE_out,
             opcode_in, opcode_out, writeadd_in, writeadd_out    );
    input clk;
    input ALUSrc_in,MemtoReg_in,RegWrite_in,MemRead_in,MemWrite_in,Branch_in;
    input [1:0] ALUOp_in;
    output reg ALUSrc_out,MemtoReg_out,RegWrite_out,MemRead_out,MemWrite_out,Branch_out;
    output reg[1:0] ALUOp_out;
    input [63:0] PC_in;
    output reg[63:0] PC_out;
    input [63:0] ReadData1_in;
    input [63:0] ReadData2_in;
    output reg [63:0] ReadData1_out;
    output reg [63:0] ReadData2_out;
    input [63:0] SE_in;
    output reg [63:0] SE_out;
    input [10:0] opcode_in;
    output reg [10:0] opcode_out;
    input [4:0] writeadd_in;
    output reg [4:0] writeadd_out;  
    always @(posedge clk)
    begin
       ALUSrc_out <= ALUSrc_in;
       MemtoReg_out <= MemtoReg_in;
       RegWrite_out <= RegWrite_in;
       MemRead_out <= MemRead_in;
       MemWrite_out <= MemWrite_in;
       Branch_out <= Branch_in; 
       ALUOp_out <= ALUOp_in;
       ReadData1_out <= ReadData1_in;
       ReadData2_out <= ReadData2_in;
       SE_out <= SE_in;
       PC_out <= PC_in; 
       opcode_out <= opcode_in;
       writeadd_out <= writeadd_in;
    end
endmodule
==> /design/flow/run.sh <==
#!/bin/bash
# OpenROAD 26Q1-2900-gdf79404cd8, Yosys 0.63+post, stock flow scripts
make -C /OpenROAD-flow-scripts/flow DESIGN_CONFIG=/design/flow/config.mk WORK_HOME=/design/flow/orfs finish
==> /design/flow/config.mk <==
export PLATFORM = sky130hd
export DESIGN_NAME = IDEX_Reg
export DESIGN_NICKNAME = IDEX_Reg
export VERILOG_FILES = /design/flow/design.v
export SDC_FILE = /design/flow/constraint.sdc
export NUM_CORES = 4
export LEC_CHECK = 1
export CORE_AREA = 10 10 221 221
export DIE_AREA = 0 0 231 231
==> /design/flow/constraint.sdc <==
current_design IDEX_Reg

set clk_period 1.0
set clk_io_pct 0.2

create_clock -name clk0 -period $clk_period [get_ports {clk}]

set non_clock_inputs [all_inputs -no_clocks]
set_input_delay [expr $clk_period * $clk_io_pct] -clock clk0 $non_clock_inputs
set_output_delay [expr $clk_period * $clk_io_pct] -clock clk0 [all_outputs]
==> impl_metrics.toml <==
# physical design summary
[cells_and_area]
area_growth_pct = 107
combGateArea_sq_um = 0
drive_above_1_share_pct = 41.7
layoutNonFillerInstCount = 1482
utilization_pct = 26.3
nMultiInputCombCells = 0

[detailed_routing]
drc_errors = 0
drtPass1Iterations = 4
num_antenna_cells = 0
routed_wirelength_mm = 25.2
drtIter0Drc = 79
via_per_inst = 2.86
ant_nets = 0
post_drt_wl_per_cell_um = 17.0
routed-via-count = 4237

[logic_synthesis]
netlist_instances = 280
yosysCellCount = 280
ys.flops = 280
async_reset_ff_share_pct = 0
most_common_cell = "dfxtp_1"
synth.yosys.seq_area_share_pct = 100
ys_top_cells_by_count = "280 x dfxtp_1"
yosys.area.top_type = "dfxtp_1"
edf_count = 0
avgSynthCellArea_sq_um = 20.0
yosys-stat-area_sq_mm = 0.00561
yosysWarnings = 1
top_cell_area_share_pct = 100
synth_cell_type_count = 1
synth.area.top_cells = "dfxtp_1 100%"
ff_type = "dfxtp_1"
syn-cell-area_sq_mm = 0.00561

[clocking]
clock-root-buffer = "clkbuf_16"
cts_setup_buffers = 0
cts.sinks = 280
cts.clk_slew.worst_paths_ps = 60
holdBufCountCts = 0
cts_tree = "done"
ctsLongestPathBuffers = 3
cts_inserted_buffers = 28
cts_max_level = 1

[place]
place_congestion = 0.825
port_buffers = 560
dpl.cell_count = 1434
dp_hpwl_mm = 21.2

[worst_setup_path]
start_kind = "flop"
cp_cell_sequence = "buf_6"
critPathTopFamily = "flip-flops"
worstPathMaxFanout = 1
cp_num_buf_inv = 1
critPathSlowestCell = "dfxtp_4"
crit_arrival_ps = 1050
cp.required_ps = 800
crit_type = "flop to output pin"
cp-startpoint = "SE_out[40]$_DFF_P_"
end_kind = "output pin"
critPathMaxStageDelay_ps = 380

[job]
cap_viol_max_count = 0
warnings = 27

[status]
status = "finished, violations left"
failed_checks = "negative setup slack"

[worst_hold_path]
hold_path_class = "primary input to flop"
worstHoldStart = "PC_in[50]"

[final_timing]
worst_pin_slew_ps = 185
setup_viol = 280
rsz0062_at_grt = "yes"
finalHoldViolCount = 0
drv_slew = 0
clock.fmax_mhz = 801
relSlewSlack_pct = 87.7
layout_min_cycle_time_ps = 1250
fin_crit_sh_pct = 125
setup_ws_ps = -249

[floorplan]
die_w_um = 231
die_y_um = 231
die-area_sq_mm = 0.0534
row_count = 77
initCoreUtil_pct = 12.7
io_pins = 561
core_sq_mm = 0.0441

[global_route]
grt_max_degree = 15
grt_antenna_before_repair = 2
grt_pass1_vias = 4589
track_usage_pct = 8.86
grt_overflow = 0
grt_pass1_wl_mm = 34.0

[pwr]
ir_worst_vdd_mv = 1.84
power.total_mw = 23.7
power_density_mw_per_mm2 = 2040
leakage_nw = 5.03
[path summary, 6_finish.rpt]
path,to,slack (ps),cells after the start
worst max-delay path,SE_out[40],-250,1
worst min-delay path,PC_out[50]$_DFF_P_,80,1
[state kept, by name (all words and copies together) (netlist names), 2 cells and up]
name,cells
opcode_out,11
writeadd_out,5
ReadData1_out,64
PC_out,64
SE_out,64
ALUOp_out,2
ReadData2_out,64
[power by group]
part           leakage [nW]  total (mW)  switching (mW)  internal (mW)
sequential             2.36        11.9           0.138           11.8
clock                 0.431        10.0            4.17           5.88
combinational          2.24        1.69           0.347           1.35
total                  5.03        23.7            4.65           19.0
[logic make-up after synthesis]
family | after synthesis | synth area share [%]
flops | 280 | 100
[per-stage QoR]
stage	setup TNS [ps]	setup slack [ps]	area [sq um]	hold slack, ps
after floorplan	0	538	5610	228
after global placement	-919	-257	12000	649
after detailed placement	-932	-250	12000	652
after CTS	-56990	-307	11600	29.2
after global routing	-58530	-298	11600	42.5
final	-42520	-249	11600	84.3
[cell type report]
cell class	instances	area, sq um
clock buffers	39	772
clock inverters	9	113
fillers	4652	32500
flip-flops and latches	280	5670
well taps	592	741
repair buffers	562	4310
[cells in the final DEF (no fill, tap or decap)]
master,instances
dfxtp_2,47
clkinvlp_4,1
clkinv_8,1
clkinv_4,1
dfxtp_4,2
clkbuf_1,8
clkbuf_16,28
buf_6,14
clkinv_2,4
buf_2,266
buf_4,2
bufinv_16,2
clkdlybuf4s50_1,280
clkbuf_8,3
dfxtp_1,231
[per-layer routing]
| metal | GRT usage [%] | vias to the layer above | part of all wire (%) | wire length, um |
|---|---|---|---|---|
| met1 | 10.0 | 1844 | 37 | 9230 |
| met4 | 1.73 | 2 | 2.2 | 556 |
| met3 | 4.85 | 33 | 13 | 3270 |
| li1 | - | 2051 | - | - |
| met2 | 14.6 | 307 | 48 | 12100 |
| met5 | 0 | - | 0.040 | 10 |
[repair_timing]
item                       CTS  global route
gates resized              969            12
setup endpoints to repair  280           280
pin swaps                    0             0
Power figures rest on the tool's default switching activity, not on a simulated workload.
