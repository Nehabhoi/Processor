<file path="./run.sh">
#!/bin/bash
# OpenROAD 26Q1-2900-gdf79404cd8, Yosys 0.63+post, stock flow scripts
make -C /OpenROAD-flow-scripts/flow DESIGN_CONFIG=/design/flow/config.mk WORK_HOME=/design/flow/orfs finish
</file>
<file path="./config.mk">
export PLATFORM = sky130hd
export DESIGN_NAME = EXMEM_reg
export DESIGN_NICKNAME = EXMEM_reg
export VERILOG_FILES = /design/flow/design.v
export SDC_FILE = /design/flow/constraint.sdc
export NUM_CORES = 4
export LEC_CHECK = 1
export CORE_AREA = 10 10 186 186
export DIE_AREA = 0 0 196 196
</file>
<file path="./constraint.sdc">
current_design EXMEM_reg

set clk_period 1.0
set clk_io_pct 0.2

create_clock -name clk0 -period $clk_period [get_ports {clk}]

set non_clock_inputs [all_inputs -no_clocks]
set_input_delay [expr $clk_period * $clk_io_pct] -clock clk0 $non_clock_inputs
set_output_delay [expr $clk_period * $clk_io_pct] -clock clk0 [all_outputs]
</file>
<file path="./design.v">
`timescale 1ns / 1ps
module EXMEM_reg(clk,reset,  MemRead_in, MemWrite_in,  RegWrite_in, MemtoReg_in, Branch_in, BranchAdder_in, 
             ALUResult_in, ALUZero_in, ReadData2_in, WriteAdd_in, MemRead_out, MemWrite_out,  
             RegWrite_out, MemtoReg_out, Branch_out,BranchAdder_out, ALUResult_out, ALUZero_out, 
             ReadData2_out, WriteAdd_out
    );
    input clk;
    input reset;
    input MemRead_in, MemWrite_in,  RegWrite_in, MemtoReg_in, Branch_in;
    input [63:0] BranchAdder_in;
    input [63:0] ALUResult_in;
    input ALUZero_in;
    input [63:0] ReadData2_in;
    input [4:0] WriteAdd_in;
    output reg MemRead_out, MemWrite_out,  RegWrite_out, MemtoReg_out, Branch_out;
    output reg [63:0] BranchAdder_out;
    output reg [63:0] ALUResult_out;
    output reg ALUZero_out;
    output reg [63:0] ReadData2_out;
    output reg [63:0] WriteAdd_out;
    always@(reset)
    begin
        Branch_out <= 0;
        BranchAdder_out <= 0;
        ALUZero_out <= 0;
    end
    always@(posedge clk)
    begin
        MemRead_out <= MemRead_in;
        MemWrite_out <= MemWrite_in;
        RegWrite_out <= RegWrite_in;
        MemtoReg_out <= MemtoReg_in;
        Branch_out <= Branch_in;
        BranchAdder_out <= BranchAdder_in;
        ALUResult_out <= ALUResult_in;
        ALUZero_out <= ALUZero_in;
        ReadData2_out <= ReadData2_in;
        WriteAdd_out <= WriteAdd_in;
    end
endmodule
</file>
==> CHANGELOG.md <==
### Implementation results

- Final hold violations: 0
- Crit path kind: reg -> out
- Initial antenna violation count: 3
- Worst-path clk slew: 60 ps
- Cell area leaders: dfxtp_1, buf_4, conb_1
- Number of cells in Yosys stat: 263
- Comb area: 469 µm²
- Via density: 2.54
- Netlist cell types: 3
- GRT Total Usage: 0.0671
- Post-synth seq share: 0.744
- Post-Synth AOI/OAI Area: 0
- H-tree depth: 4
- Starting Density: 0.120
- Metal2 WL: 7.01 mm
- Slew Viols, Final: 0
- Remaining global-route overflow: 0
- Chip area: 0.0384 mm²
- IO Count: 467
- Antenna diodes: 0
- Crit-path cells: buf_2
- Worst slack, placed: -82.8 ps
- Simple Share, Synth: 0
- Vias in the first global route: 2833
- Layout area overhead: 75.1%
- P_leak: 2.94 nW
- Outcome: finished with violations
- Log Warnings: 94
- Met3 Wirelength: 1.63 mm
- Clk sinks: 137
- Synth warn: 1
- Type of origin of the critical path: flop
- Finished Layout Cells: 963
- Pwr/cell area: 2030 mW/mm²
- Yosys adder share: 0
- Chip area line of the yosys report: 0.00368 mm²
- Final worst slack: -64.0 ps
- Period utilization: 1.06
- Core ar.: 0.0306 mm²
- Area fraction in mux cells: 0
- Largest net degree at the start of global routing: 17
- Area share, top type: 0.744
- WP data required: 800 ps
- HP Class: in -> reg
- First-pass GRT wire length: 19.0 mm
- HPWL after DPL: 11.6 mm
- Clock tree buffer depth: 2
- Worst vdd ir: 1.05 mV
- Final Setup Violations: 137
- Detail Route Antenna Nets: 0
- Share of the core filled with cells: 0.211
- Fill count: 3324
- Failing checks: negative setup slack
- FF+latch area: 0.00278 mm²
- Clk root buf: clkbuf_16
- M1 WL: 5.01 mm
- Drt first pass iters: 4
- RSZ-0062 raised after global routing: true
- Cts-stage hold buffer count: 0
- # rows: 64
- Logic family by area: buffers and inverters
- Delay-heaviest family, CP: flip-flops
- Cell taking the most area after synthesis: dfxtp_1
- Xor/xnor share: 0
- Final wirelength: 14.0 mm
- Crit path DAT: 860 ps
- Mean post-synth cell area: 14.0 µm²
- Register bit total from synthesis: 137
- Max frequency: 940 MHz
- GP Congestion: 0.777
- Placed instance count: 932
- Die height: 196 µm
- CP max FO: 1
- Remaining DRCs: 0
- Max-cap viol count: 0
- Crit. End Element: primary output
- CP max-delay cell: dfxtp_2
- WP buf/inv: 1
- CTS tree: done
- Hold WS: 211 ps
- Via Count: 2449
- CP peak stage delay: 330 ps
- Die Wd: 196 µm
- Highest routed layer: met5
- Port Buffer Count: 274
- Routed len/inst: 14.5 µm
- DRT iter0 DRCs: 54
- Share of cells above drive strength 1: 0.351
- Gate Count Post-Synth: 263
- CTS buffer count: 17
- Final min period: 1060 ps
- Mapped cell area: 0.00368 mm²
[cells in the mapped netlist, drive strengths merged]
cell type and count:
dfxtp 137, buf 125, conb 1
[worst paths after layout]
check | startpoint | endpoint | slack [ps] | cells after the start
max | ALUResult_out[10] | ALUResult_out[10] | -60 | 1
min | ReadData2_in[12] | ReadData2_out[12] | 210 | 1
[final cells by class]
class                           instances  area share
Multi-Input combinational cell        125      0.0727
Clock inverter                         13      0.0264
Clock buffer                           18      0.0665
Sequential cell                       137       0.431
Tap cell                              396      0.0768
Timing Repair Buffer                  274       0.326
[logic make-up (layout without fill, tap and decap cells)]
group / Yosys count / after routing
flip-flops: 137 / 137
buffers and inverters: 125 / 305
other: 1 / 125
[report_power, final]
part	leakage [nW]	switching (mW)	internal, mW
Clock	0.289	2.50	3.94
Combinational	1.50	0.192	0.658
Sequential	1.16	0.0720	5.77
[state kept, by name (all words and copies together) (netlist names)]
signal / cells
ALUResult_out: 64
ReadData2_out: 64
WriteAdd_out: 5
MemRead_out: 1
MemWrite_out: 1
MemtoReg_out: 1
RegWrite_out: 1
[timing repair]
action	CTS	global route
setup endpoints to repair	137	137
buffers inserted	0	0
gates resized	477	14
gates cloned	0	0
[metal layers]
| metal | up-vias | GRT usage |
|---|---|---|
| met5 | - | 0 |
| met3 | 18 | 0.0380 |
| met2 | 210 | 0.115 |
| met4 | 6 | 0.0119 |
| li1 | 1135 | - |
| met1 | 1080 | 0.0715 |
[layout by cell type (no fill, tap or decap)]
master	instances
clkdlybuf4s50_1	137
buf_2	129
conb_1	125
dfxtp_1	105
dfxtp_2	32
clkbuf_16	17
buf_6	8
clkinv_4	3
bufinv_16	3
inv_6	2
clkinvlp_4	2
clkinv_2	2
clkbuf_1	1
inv_8	1
[per-stage QoR]
stage / power, mW / area (µm²) / TNS (ps)
after floorplan: 6.21 / 4150 / 0
after global placement: 7.09 / 6450 / -527
after detailed placement: 7.10 / 6450 / -552
after CTS: 13.5 / 6420 / -9810
after global routing: 13.8 / 6450 / -10540
final: 13.1 / 6450 / -3440
Power figures rest on the tool's default switching activity, not on a simulated workload.
