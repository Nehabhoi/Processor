--- flow/run.sh ---
#!/bin/bash
# OpenROAD 26Q1-2900-gdf79404cd8, Yosys 0.63+post, stock flow scripts
make -C /OpenROAD-flow-scripts/flow DESIGN_CONFIG=/design/flow/config.mk WORK_HOME=/design/flow/orfs finish
--- flow/config.mk ---
export PLATFORM = sky130hd
export DESIGN_NAME = DataMem
export DESIGN_NICKNAME = DataMem
export VERILOG_FILES = /design/flow/design.v
export SDC_FILE = /design/flow/constraint.sdc
export NUM_CORES = 4
export LEC_CHECK = 1
export CORE_UTILIZATION = 50
--- flow/constraint.sdc ---
current_design DataMem

set clk_period 82.9
set clk_io_pct 0.2

create_clock -name clk0 -period $clk_period [get_ports {clk}]

set non_clock_inputs [all_inputs -no_clocks]
set_input_delay [expr $clk_period * $clk_io_pct] -clock clk0 $non_clock_inputs
set_output_delay [expr $clk_period * $clk_io_pct] -clock clk0 [all_outputs]
--- flow/design.v ---
`timescale 1ns / 1ps
module DataMem(
    clk,
    mem_wr,
    mem_rd,
    addr,
    wr_data,
    rd_data
    );
    input clk;
    input mem_wr;
    input mem_rd;
    input [7:0] addr;
    input [63:0] wr_data;
    output reg [63:0] rd_data;
    reg [7:0] RF[255:0];
    always@(posedge clk)
        begin
            if(mem_wr==1)
                begin
                    RF[addr]   = wr_data[63:56];
                    RF[addr+1] = wr_data[55:48];
                    RF[addr+2] = wr_data[47:40];
                    RF[addr+3] = wr_data[39:32];
                    RF[addr+4] = wr_data[31:24];
                    RF[addr+5] = wr_data[23:16];
                    RF[addr+6] = wr_data[15:8];
                    RF[addr+7] = wr_data[7:0];
                end
        end
    always@(mem_rd, addr)
        begin
            if(mem_rd == 1)
            begin
                rd_data <= {RF[addr + 0], RF[addr + 1], RF[addr + 2], RF[addr + 3], RF[addr + 4], RF[addr + 5], RF[addr + 6], RF[addr + 7]};
            end
            else
            begin
                rd_data <= 64'hz;
            end
        end
endmodule
==> results.ini <==
[run_status]
status = stopped before the end
stop_stage = global routing (5_1_grt)
first-error = [ERROR GRT-0116] Global routing finished with congestion. Check the congestion regions in the DRC Viewer.

[logic_synthesis]
ff_type = edfxtp_1
synth_cell_types = 120
synth_top_cell_by_count = nand2_1
common_cells = nand2_1, nor2_1, clkbuf_1, mux4_2, mux2i_1
ys_seq_share_pct = 20.2
async_reset_ff_share_pct = 0
syn_avg_cell_area_sq_um = 8.56
ys.flops = 2048
yosys.area.top_type_share_pct = 20.3
synth_area_sq_mm = 0.304
ys_area_sq_mm = 0.304
netlist_instances = 35500
ys_warn_count = 2
edf_count = 2048
yosys.area.top_type = mux4_2
ys_top_cells_by_area = mux4_2, edfxtp_1, mux2i_1
ys_cells = 35500

[floorplanning]
fp_util_pct = 50.2
fp-row-count = 286
die_x_microns = 782
die_h_microns = 782
io_pins = 139

[clock_tree]
postCtsSetupRepairBufs = 0
cts.repair.resized = 0
cts.htree.levels = 5
cts_hold_buf = 0
cts_buffer_depth = 4
cts_buffers = 281
cts.sinks = 2048
cts_root_buffer = clkbuf_16

[placed_design]
place_congestion = 1.53
pre_cts_ws_ns = 40.84
dp.cells = 42100
port_buffers = 137
hpwlAfterDp_microns = 2220000

[global_route]
grt_first_pass_wirelength_microns = 4330000
grt_max_degree = 109
grt-ovfl-total = 56000
first_global_vias = 430000
track_usage_pct = 109

[logic make-up after synthesis]
| family | after synthesis | share of synthesized area, % |
|---|---|---|
| xor+xnor | 45 | 0.180 |
| simple gates | 11500 | 16.8 |
| mux | 5219 | 28.6 |
| buf+inv | 4661 | 6.26 |
| compound gates | 12100 | 27.9 |
| fa+ha+maj | 15 | 0.0617 |
| flops | 2048 | 20.2 |
[per-layer routing]
layer	GRT usage, %	overflow
met1	108	12800
met2	116	24300
met3	106	9307
met4	106	8566
met5	101	1020
[per-stage QoR]
| step | hold slack (ns) | cell area [sq um] | util, % |
|---|---|---|---|
| after CTS | 16.06 | 334000 | 55.0 |
| after global placement | 17.16 | 325000 | 53.5 |
| after detailed placement | 17.15 | 325000 | 53.5 |
| after floorplan | 16.99 | 304000 | - |
